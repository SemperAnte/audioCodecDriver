**./config.mk**
```make
export PLATFORM = sky130hd
export DESIGN_NAME = acAvalon
export DESIGN_NICKNAME = acAvalon
export VERILOG_FILES = /design/flow/design.v
export SDC_FILE = /design/flow/constraint.sdc
export NUM_CORES = 4
export LEC_CHECK = 1
export CORE_UTILIZATION = 50
```
**./constraint.sdc**
```tcl
current_design acAvalon

set clk_period 1.2
set clk_io_pct 0.2

create_clock -name clk0 -period $clk_period [get_ports {clk}]

set non_clock_inputs [all_inputs -no_clocks]
set_input_delay [expr $clk_period * $clk_io_pct] -clock clk0 $non_clock_inputs
set_output_delay [expr $clk_period * $clk_io_pct] -clock clk0 [all_outputs]
```
**./design.v**
```verilog
module acAvalon             
    ( input  logic            clk,
      input  logic            reset,        
      input  logic [ 1  : 0 ] avsAdr,
      input  logic            avsWr,
      input  logic [ 15 : 0 ] avsWrData,
      input  logic            avsRd,
      output logic [ 15 : 0 ] avsRdData,
      output logic            cmdModEn,     
      output logic            cmdMute,      
      output logic [ 3  : 0 ] cmdDacSrcL,   
      output logic [ 3  : 0 ] cmdDacSrcR,   
      output logic [ 15 : 0 ] cmdFrqL,      
      output logic [ 15 : 0 ] cmdFrqR );    
   logic [ 3 : 0 ] ser2parL, ser2parR;
   logic [ 2 : 0 ] par2serL, par2serR;
   always_ff @( posedge clk, posedge reset )
      if ( reset ) begin
         avsRdData    <= 16'b0;
         cmdModEn     <= 1'b0;
         cmdMute      <= 1'b0;
         cmdDacSrcL   <= 4'b0;
         cmdDacSrcR   <= 4'b0;
         cmdFrqL      <= 16'b0;         
         cmdFrqR      <= 16'b0;
      end else begin
         if ( avsWr ) begin
            case ( avsAdr )
               2'd0 : begin
                  if ( avsWrData[ 0 ] ) begin  
                     cmdModEn   <= 1'b0;
                     cmdMute    <= 1'b0;
                     cmdDacSrcL <= 4'b0;
                     cmdDacSrcR <= 4'b0;
                     cmdFrqL    <= 16'b0;
                     cmdFrqR    <= 16'b0;
                  end else begin
                     cmdModEn <= avsWrData[ 15 ];                 
                     cmdMute  <= avsWrData[ 14 ];
                  end
               end
               2'd1 : begin
                  cmdDacSrcL <= ser2parL;
                  cmdDacSrcR <= ser2parR;
               end
               2'd2 : begin
                  cmdFrqL <= avsWrData;               
               end
               default : begin
                  cmdFrqR <= avsWrData;               
               end
            endcase
         end  
         if ( avsRd ) begin
            case ( avsAdr )
               2'd0    :
                  avsRdData <= { cmdModEn, cmdMute, 14'b0 };
               2'd1    :
                  avsRdData <= { 9'b0, par2serR, 1'b0, par2serL };
               2'd2    :
                  avsRdData <= cmdFrqL;
               default :
                  avsRdData <= cmdFrqR;
            endcase
         end  
      end      
   always_comb begin
      ser2parL = 4'b0000;
      for ( int i = 4; i > 0; i-- )
         if ( avsWrData[ 2 : 0 ] == i )
            ser2parL[ i - 1 ] = 1'b1;
      ser2parR = 4'b0000;
      for ( int i = 4; i > 0; i-- )
         if ( avsWrData[ 6 : 4 ] == i )
            ser2parR[ i - 1 ] = 1'b1;
      par2serL = 3'b000;
      for ( int i = 4; i > 0; i-- )
         if ( cmdDacSrcL[ i - 1 ] )
            par2serL = ( 3 )'( i );
      par2serR = 3'b000;
      for ( int i = 4; i > 0; i-- )
         if ( cmdDacSrcR[ i - 1 ] )
            par2serR = ( 3 )'( i );
   end     
endmodule
```
**./run.sh**
```bash
#!/bin/bash
# OpenROAD 26Q1-2900-gdf79404cd8, Yosys 0.63+post, stock flow scripts
make -C /OpenROAD-flow-scripts/flow DESIGN_CONFIG=/design/flow/config.mk WORK_HOME=/design/flow/orfs finish
```
==> reports/metrics.cfg <==
[route]
vias = 2803
antenna_violating_nets_post_route = 0
drt_iter0_drc = 199
drc_errors = 0
drt-pass1-iter-count = 4
diodes = 0
finalWirelength_um = 9530
routed_wire_length_per_instance_um = 19.5
vias_per_cell = 5.73

[global_routing]
grt_antenna_before_repair = 0
global_route_wire_length_before_repair_um = 14100
grt_start_max_net_pins = 59
via_count_of_the_first_global_routing_pass = 2766
overflow = 0
grt_use_total_pct = 32.4

[die]
die_h_um = 75.9
dieArea_um2 = 5760
boundaryPins = 80
floorplan.core_util_pct = 52.8
rows = 26
design.core.area_um2 = 5170
die_width_um = 75.9

[job]
stage_log_warnings = 33
cap_viol_max_count = 0

[placed_design]
detailedPlacementHpwl_um = 4590
gp_congestion = 0.860
io_buffer_count = 79

[final_timing]
rsz0062_at_grt = true
transition_time_at_the_pin_with_the_least_slew_margin_ps = 322
timing.final.crit_share_pct = 103
period_minus_slack_ps = 1240
max_slew_vio_count = 0
setup_violations = 4
max_freq_ghz = 0.806
hold_viol_final = 0
timing.clock.skew_ps = 7.44
max_slew_margin_pct = 78.3
final.setup.worst_slack_ps = -41.0

[synth]
ys_ff = 58
area_leaders = dfrtp_1 (53%), mux2_2 (6.2%), mux2_4 (4.9%), a22o_1 (4.8%), nor2b_1 (4.6%)
netlist-cell-type-count = 33
yosys.cell_count.top_type = dfrtp_1
syn_inst = 240
ys_warn_count = 1
yosys.area.top_type = dfrtp_1
synth.top_cells.by_count = dfrtp_1 (58), nor2b_1 (20), nand2_1 (17)
synthesis.area_per_instance_um2 = 11.4
postSynth.topFlopCell = dfrtp_1
yosysChipArea_um2 = 2730
enable_flop_cells = 0
yosys-stat-cells = 240
ys_async_sr_fraction_pct = 100
ys_seq_share_pct = 53.1
yosysTopAreaCellShare_pct = 53.1
post_synth_instance_area_um2 = 2730

[worst_setup_path]
critical_path_required_ps = 1410
crit_path_max_fanout = 3
reg2regPathDepth = 4
endpoint_kind = flip-flop
crit_family = flip-flops
critPathSlowestCell = dfrtp_1
critical_path.reg2reg.startpoint = cmdDacSrcL[2]
path_cells = buf_6 > or2_4 > a221oi_2 > o22ai_1
path_depth = 4
arrival_ps = 1450
setup.worst_path.start_class = flip-flop
crit_start = cmdDacSrcL[2]
worst_path_largest_cell_delay_ps = 410
number_of_buffer_and_inverter_stages_on_the_critical_path = 1
crit_type = reg -> reg
worst_setup_slack_for_register_to_register_paths_ps = -40

[cells_and_area]
fin_util_pct = 92.1
area_growth_syn_to_layout_pct = 74.4
drive_above_1_share_pct = 39.6

[pwr]
worst_ir_drop_vdd_mv = 0.871
powerDensity_nw_per_um2 = 1250
pwr-share-clk_pct = 29.1
intPower_mw = 4.36
sw_frac_of_total_pct = 26.8
p_total_mw = 5.96
comb_power_share_pct = 30.4
power.static_leakage_nw = 2.26
sequential_cell_fraction_of_total_power_pct = 40.5
power.switching_mw = 1.60

[cts]
root_buffer = clkbuf_8
cts.sink_count = 58
numCtsBuffers = 9
htree_num_levels = 3
worst_skew_pair.late_latency_ps = 340
cts_tree = built
cts.clk_slew.worst_paths_ps = 70
cts_max_path_buffers = 2
holdBufCountCts = 0

[min_path]
timing.hold.worst.class = in -> async

[run_status]
violations = setup timing
status = finished, violations left

-- state kept, by name (all words and copies together), names as in the netlist --
| register | cells |
|---|---|
| avsRdData | 16 |
| cmdFrqL | 16 |
| cmdFrqR | 16 |
| cmdDacSrcL | 4 |
| cmdDacSrcR | 4 |
| cmdModEn | 1 |
| cmdMute | 1 |
-- cell families (layout without fill, tap and decap cells) --
logic type	after synthesis	in the layout	share of synthesized area, %
AND-OR/OR-AND	50	50	13.0
adder cells (fa/ha/maj)	4	4	1.83
buffers and inverters	26	205	4.72
flip-flops	58	58	53.1
multiplexers	24	24	11.1
AND/OR/NAND/NOR	78	78	16.2
-- timing repair --
action | in CTS | in global routing
buffers inserted | 57 | 12
pin swaps | 9 | 4
cloned | 1 | 0
setup endpoints to repair | 116 | 71
gates resized | 129 | 33
-- final cells by class --
class | instances | area, µm²
fillers | 178 | 408
inverters | 9 | 66.3
well taps | 70 | 87.6
clock buffers | 10 | 128
flip-flops and latches | 58 | 1450
clock inverters | 6 | 57.6
multi-input cells | 156 | 1300
repair buffers | 180 | 1680
-- worst reg2reg max path, delay by kind of cell, from the launching register on --
family	cells	cell delay, ps
DFF	1	410
AOI/OAI and AO/OA	2	350
and+or+nand+nor	1	220
buffers and inverters	1	130
-- through the flow --
| step | setup slack [ps] | setup TNS, ps | hold WS, ps | instance area [µm²] | std cells |
|---|---|---|---|---|---|
| after floorplan | -150 | -2310 | 333 | 2890 | 240 |
| after global placement | -848 | -45620 | 513 | 3960 | 406 |
| after detailed placement | -866 | -46970 | 522 | 3960 | 406 |
| after CTS | -82.7 | -1060 | 347 | 4660 | 480 |
| after global routing | -117 | -474 | 377 | 4760 | 489 |
| final | -41.0 | -105 | 355 | 4760 | 489 |
-- routing by layer --
metal | up-vias | GRT usage (%) | routed length, µm
met1 | 1379 | 51.6 | 3930
li1 | 1210 | - | -
met3 | 28 | 6.98 | 908
met2 | 186 | 49.0 | 4420
met5 | - | 0 | 0
met4 | 0 | 6.15 | 269
-- cells in the final DEF (no fill, tap or decap), drive strengths merged, types with 2 or more instances in the layout --
cell           instances
a221oi                 4
a22o                  15
a31oi                 12
buf                  105
clkbuf                11
clkdlybuf4s15         51
clkdlybuf4s50         17
clkinv                 4
clkinvlp               3
dfrtp                 58
dlygate4sd2            6
ha                     4
inv                    7
mux2                  24
nand2                 18
nand2b                 3
nand3                 10
nand3b                 4
nor2                  10
nor2b                 20
nor3                   2
nor3b                  2
nor4bb                 4
o21ai                 13
o22ai                  4
or2                    2
-- worst paths after layout --
check / end
min: cmdDacSrcR[2]
max reg2reg: avsRdData[1]
max in group asynchronous: avsRdData[1]
min in group clk0: cmdFrqR[0]
min reg2reg: cmdFrqL[9]
max: avsRdData[1]
-- power by group through the flow --
stage / clock network, mW / registers [mW] / logic, mW
finish: 1.73 / 2.41 / 1.81
global route: 1.84 / 2.44 / 1.92
CTS: 1.73 / 2.39 / 1.65
Power and IR drop assume default switching activity.
