==> flow/design.v <==
module i2cAvalon             
    ( input  logic           clk,
      input  logic           reset,        
      input  logic [ 1 : 0 ] avsAdr,
      input  logic           avsWr,
      input  logic [ 7 : 0 ] avsWrData,
      input  logic           avsRd,
      output logic [ 7 : 0 ] avsRdData,
      output logic           insIrq,
      output logic           cmdBegin,     
      output logic           cmdClear,     
      output logic           cmdBitStart,  
      output logic           cmdBitWr,     
      output logic           cmdBitAck,    
      output logic           cmdBitStop,   
      output logic [ 7 : 0 ] cmdByteWr,    
      input  logic           cmdRdy,       
      input  logic [ 7 : 0 ] cmdByteRd,    
      input  logic [ 1 : 0 ] cmdErr,       
      input  logic           cmdBusy,      
      input  logic           cmdWait );    
   logic rmapModEn;
   logic rmapIrqEn;
   logic rmapIrqBit;
   always_ff @( posedge clk, posedge reset )
      if ( reset ) begin    
         avsRdData  <= 8'b0;
         cmdBegin   <= 1'b0;
         cmdClear   <= 1'b0;  
         cmdByteWr  <= 8'b0;         
         rmapModEn  <= 1'b0;
         rmapIrqEn  <= 1'b0; 
         rmapIrqBit <= 1'b0;
      end else begin   
         cmdBegin <= 1'b0;
         cmdClear <= 1'b0;  
         if ( cmdRdy )
            rmapIrqBit <= 1'b1;
         if ( avsWr ) begin
            case ( avsAdr )
               2'd0 : begin
                  if ( avsWrData[ 0 ] ) begin  
                     cmdClear   <= 1'b1;  
                     cmdByteWr  <= 8'b0;
                     rmapModEn  <= 1'b0;
                     rmapIrqEn  <= 1'b0;
                     rmapIrqBit <= 1'b0;
                  end else begin
                     rmapModEn <= avsWrData[ 7 ];
                     if ( ~avsWrData[ 7 ] ) begin
                        cmdClear   <= 1'b1;  
                        rmapIrqBit <= 1'b0;
                     end
                     rmapIrqEn <= avsWrData[ 6 ];
                  end 
               end
               2'd1 : begin
                  rmapIrqBit <= avsWrData[ 0 ];
               end
               2'd2 : begin
                  cmdByteWr <= avsWrData;
               end
               default : begin  
                  if ( rmapModEn ) begin
                     cmdBegin <= 1'b1;  
                  end
                  rmapIrqBit <= 1'b0;
               end
            endcase
         end  
         if ( avsRd ) begin
            case ( avsAdr )
               2'd0 : begin
                  avsRdData <= { rmapModEn, rmapIrqEn, 6'b0 };
               end
               2'd1 : begin
                  avsRdData <= { 7'b0, rmapIrqBit };
               end
               2'd2 : begin
                  avsRdData <= cmdByteRd;
               end
               default : begin  
                  avsRdData <= { cmdBusy, cmdWait, 4'b0, cmdErr };
               end
            endcase
         end  
      end
   always_ff @( posedge clk )  
      if ( avsWr && avsAdr == 2'd3 ) begin
         cmdBitStart <= avsWrData[ 7 ];
         cmdBitWr    <= avsWrData[ 6 ];
         cmdBitAck   <= avsWrData[ 5 ];
         cmdBitStop  <= avsWrData[ 4 ];
      end
   assign insIrq = ( rmapModEn & rmapIrqEn ) ? rmapIrqBit : 1'b0;
endmodule
==> flow/run.sh <==
#!/bin/bash
# OpenROAD 26Q1-2900-gdf79404cd8, Yosys 0.63+post, stock flow scripts
make -C /OpenROAD-flow-scripts/flow DESIGN_CONFIG=/design/flow/config.mk WORK_HOME=/design/flow/orfs finish
==> flow/config.mk <==
export PLATFORM = sky130hd
export DESIGN_NAME = i2cAvalon
export DESIGN_NICKNAME = i2cAvalon
export VERILOG_FILES = /design/flow/design.v
export SDC_FILE = /design/flow/constraint.sdc
export NUM_CORES = 4
export LEC_CHECK = 1
export CORE_AREA = 10 10 92 92
export DIE_AREA = 0 0 102 102
==> flow/constraint.sdc <==
current_design i2cAvalon

set clk_period 1.0
set clk_io_pct 0.2

create_clock -name clk0 -period $clk_period [get_ports {clk}]

set non_clock_inputs [all_inputs -no_clocks]
set_input_delay [expr $clk_period * $clk_io_pct] -clock clk0 $non_clock_inputs
set_output_delay [expr $clk_period * $clk_io_pct] -clock clk0 [all_outputs]
==> deck_impl_summary.md <==
Synthesis and Place & Route Summary

Yosys
  – Synth top cell by count: sky130_fd_sc_hd__dfrtp_1
  – Mapped Area: 0.001045 mm²
  – Number of enable-type register cells in the synthesized netlist: 4
  – Multiplexer share: 6.707%
  – Yosys adder share: 0%
  – Synth Area in XOR/XNOR: 0%
  – Area share of the leading cell type in the synthesized netlist: 50.30%
  – Largest area contributor in the synthesized netlist: sky130_fd_sc_hd__dfrtp_1
  – Yosys simple share: 12.34%
  – Flop and latch count out of synthesis: 25
  – Largest family of logic cells by area: AND-OR/OR-AND gates
  – Synth Warn #: 1
  – Post-synthesis sequential area ratio: 61.80%
  – List of most frequent post-synthesis cells: sky130_fd_sc_hd__dfrtp_1, sky130_fd_sc_hd__a22o_1, sky130_fd_sc_hd__nand2_1, sky130_fd_sc_hd__inv_1, sky130_fd_sc_hd__o22ai_1
  – Most frequently used flop master after synthesis: sky130_fd_sc_hd__dfrtp_1
  – Async S/R FF share, synth: 84.00%
  – Avg Synthesized Cell Area: 12.01 µm²
  – Number of instances in the synthesized netlist: 87
  – Synthesized chip area reported by yosys: 0.001045 mm²
  – Cells in synth_stat.txt: 87
  – AND-OR/OR-AND Cells, Area Fraction: 14.13%
  – Leading cell types by total area after synthesis: sky130_fd_sc_hd__dfrtp_1, sky130_fd_sc_hd__edfxtp_1, sky130_fd_sc_hd__a22o_1
  – Unique cell types: 26

Floorplanning
  – Number of rows created at floorplan: 29
  – Height of the chip: 102 µm
  – Chip area: 0.01040 mm²
  – Placeable Area: 0.006459 mm²
  – DIE WIDTH: 102 µm
  – Initial standard-cell utilization of the core: 16.18%
  – Total I/O pin count: 50

Critical path
  – Worst endpoint required time: 0.80 ns
  – Critical Path Sink Type: output pin
  – Capture point of the worst reg-to-reg path: rmapIrqEn
  – Arrival time reported for the critical path endpoint: 0.94 ns
  – Cell count of the worst reg-to-reg path: 3
  – Top fanout value on the critical path: 2
  – Nature of the critical path startpoint: flop
  – Start-to-end type of the worst setup path: reg -> out
  – Flop2flop setup slack: -0.01 ns
  – Source of the worst register-to-register timing path: rmapIrqEn

Final timing
  – WHS: 0.2506 ns
  – Clock period minus final worst setup slack: 1.137 ns
  – Relative slew margins: 79.57%
  – Max-slew violation count: 0
  – Post-layout period usage of the worst path: 113.7%
  – Setup repair after global routing missed its margin: true
  – Post-layout worst setup margin: -0.1367 ns
  – Achievable Freq: 879.7 MHz
  – Worst clock skew: 0.001098 ns
  – Final hold violations: 0
  – # setup viols final: 2
  – Actual transition at the worst max-transition pin: 0.3065 ns

Power and ir drop
  – Leakage: 0.8203 nW
  – Peak VDD IR: 0.4662 mV
  – Final total power: 2.251 mW
  – Power Density: 1302 mW/mm²

Routing
  – Via density per instance: 3.714
  – Number of vias after detailed routing: 869
  – Ant diodes: 0
  – Top layer reached by signal wires: met4
  – Length of the first detailed-routing pass in iterations: 2
  – WL/cell: 13.85 µm
  – Amount of wire on met2 after detailed routing: 1.636 mm
  – Antenna-violating nets left: 0
  – Met3 wire length: 152 µm
  – DRC violation count after routing: 0
  – Final wirelength: 3.242 mm
  – Initial drt markers: 56
  – WL met1: 1.372 mm

Placed design
  – Estimated wirelength of the detail-placed design: 2.561 mm
  – Port bufs: 49
  – Weighted congestion reported at the end of routability-driven placement: 0.7775

Layout
  – Share of the core filled with cells in the final layout: 26.77%
  – Ratio of cells with drive above 1 in the final layout: 38.22%
  – Area growth from synthesis to layout: 65.51%

Outcome
  – Outcome: finished with violations
  – Violated checks: setup timing

Global routing
  – Remaining Overflow, GRT: 0
  – Antenna violations before repair: 0
  – Overall track demand over capacity in global routing: 6.203%
  – Pin count of the biggest net entering global routing: 22
  – Vias in the first global route: 975
  – Global-route wire length before repair: 5.126 mm

Clocking
  – Number of clock sinks seen by CTS: 25
  – Clk root buf: sky130_fd_sc_hd__clkbuf_8
  – Number of buffers inserted during clock tree synthesis: 3
  – Clock transition at the registers of the reported paths: 0.09 ns
  – Cts hold-fix bufs: 0
  – Buffer depth of the longest clock path: 2
  – Clk latency late pin: 0.26 ns
  – Number of levels in the clock H-tree: 1
  – Clock tree from TritonCTS: done

Flow run
  – Max-cap violations: 0
  – Tool warning count: 27

Worst hold path
  – Path class of the lowest-slack min-delay path: in -> async
## metal layers
metal  up-vias  global-route usage (%)
met5         -                       0
li1        445                       -
met2        17                   10.67
met4         0                   1.085
met1       403                   7.985
met3         4                   1.295
## power by group
| part | leakage (nW) | switching [mW] | total (mW) | internal, mW |
|---|---|---|---|---|
| logic | 0.491 | 0.171 | 0.491 | 0.320 |
| clock network | 0.0228 | 0.300 | 0.584 | 0.284 |
| registers | 0.307 | 0.0457 | 1.17 | 1.13 |
## critical path, stage by stage (launching register included)
cell                      delay (ns)
sky130_fd_sc_hd__dfrtp_1        0.40
sky130_fd_sc_hd__and3_4         0.17
sky130_fd_sc_hd__buf_2          0.10
## how the worst max path moves through the flow
stage                       from     end  depth (start not counted)
final                  rmapIrqEn  insIrq                          2
after global routing  rmapIrqBit  insIrq                          2
after CTS              rmapModEn  insIrq                          2
## through the flow
stage	area [µm²]	TNS (ns)	setup slack (ns)	std cells
global route	1729	-0.3206	-0.1773	234
global placement	1734	-10.88	-0.5282	224
CTS	1714	-0.1657	-0.1614	233
finish	1729	-0.1485	-0.1367	234
detailed placement	1734	-11.57	-0.5674	224
floorplan	1045	0	0.03038	87
## sequential cells by signal (all words and copies together) (netlist names)
| name | cells |
|---|---|
| avsRdData | 8 |
| cmdBitAck | 1 |
| rmapModEn | 1 |
| cmdBegin | 1 |
| rmapIrqBit | 1 |
| cmdBitStop | 1 |
| rmapIrqEn | 1 |
| cmdBitWr | 1 |
| cmdClear | 1 |
| cmdByteWr | 8 |
| cmdBitStart | 1 |
## layout by cell type, fill, tap and decap left out, types with 2 or more instances in the layout
cell | synthesis | layout
sky130_fd_sc_hd__a21oi_1 | 2 | 2
sky130_fd_sc_hd__a22o_1 | 8 | 8
sky130_fd_sc_hd__and2_1 | 2 | 2
sky130_fd_sc_hd__buf_2 | 3 | 23
sky130_fd_sc_hd__buf_4 | 0 | 20
sky130_fd_sc_hd__clkbuf_8 | 0 | 3
sky130_fd_sc_hd__clkdlybuf4s50_1 | 0 | 22
sky130_fd_sc_hd__dfrtp_1 | 21 | 21
sky130_fd_sc_hd__dlygate4sd2_1 | 0 | 3
sky130_fd_sc_hd__edfxtp_1 | 4 | 4
sky130_fd_sc_hd__inv_1 | 6 | 6
sky130_fd_sc_hd__mux2_2 | 4 | 4
sky130_fd_sc_hd__nand2_1 | 7 | 7
sky130_fd_sc_hd__nor2_1 | 4 | 4
sky130_fd_sc_hd__nor2b_1 | 4 | 2
sky130_fd_sc_hd__o21ai_1 | 1 | 2
sky130_fd_sc_hd__o22ai_1 | 5 | 5
## kinds of logic (layout without fill, tap and decap cells)
kind of cell,after synthesis,count (layout)
compound gates,21,21
buf+inv,11,81
flops,25,25
mux,6,6
simple gates,24,24
## repair_timing
action,CTS,global route
setup buffers,5,2
resized,78,7
pin swaps,1,4
endpoints found under the setup margin,47,16
## layout make-up
cell class                      count  area [µm²]
Clock buffer                        4       45.04
Sequential cell                    25       645.6
Tap cell                           77       96.34
Multi-Input combinational cell     51       371.6
Inverter                            6       22.52
Timing Repair Buffer               71       548.0
Fill cell                         686        4730
Power figures rest on the tool's default switching activity, not on a simulated workload.
