==> design/flow/design.v <==
module i2cControl             
    ( input  logic           clk,
      input  logic           reset,        
      input  logic           cmdBegin,     
      input  logic           cmdClear,     
      input  logic           cmdBitStart,  
      input  logic           cmdBitWr,     
      input  logic           cmdBitAck,    
      input  logic           cmdBitStop,   
      input  logic [ 7 : 0 ] cmdByteWr,    
      output logic           cmdRdy,       
      output logic [ 7 : 0 ] cmdByteRd,    
      output logic [ 1 : 0 ] cmdErr,       
      output logic           cmdBusy,      
      output logic           cmdWait,      
      input  logic          tickX4,
      output logic          sdatOut,
      output logic          sclkOut,      
      input  logic          sdatFlt,
      input  logic          sclkFlt ); 
   logic sdatEn, sclkEn;
   assign sdatOut = sdatEn;
   assign sclkOut = sclkEn;
   logic sdatChk, sclkChk;  
   logic eql;               
   always_ff @( posedge clk )
      eql <= ( ~sdatChk | ( sdatFlt == sdatEn  ) ) & ( ~sclkChk | ( sclkFlt == sclkEn  ) ); 
   localparam int WATCH_MAX = 10 * 4 * 10;  
   localparam int WATCH_WDT = $clog2( WATCH_MAX );
   logic                       watchAlarm;  
   logic [ WATCH_WDT - 1 : 0 ] watchCnt;    
   logic           bitWait;            
   logic           bitBusy;            
   logic [ 3 : 0 ] bitCnt;             
   logic [ 8 : 0 ] shiftWr, shiftRd ;  
   enum int unsigned { IDLE,
                       START_A, START_B, START_C, START_D, START_E,
                       DATA_A,  DATA_B,  DATA_C,  DATA_D,
                       STOP_A,  STOP_B,  STOP_C,  STOP_D,  STOP_E } state;
   always_ff @( posedge clk, posedge reset )
      if ( reset ) begin
         sdatEn  <= 1'b1;
         sclkEn  <= 1'b1;
         sdatChk <= 1'b0;
         sclkChk <= 1'b0;
         state   <= IDLE;
      end else begin
         if ( cmdClear ) begin
            sdatEn  <= 1'b1;
            sclkEn  <= 1'b1;
            sdatChk <= 1'b0;
            sclkChk <= 1'b0;
            state   <= IDLE;
         end else if ( cmdBegin ) begin
            sdatChk <= 1'b0;
            sclkChk <= 1'b0;
            if ( cmdBitStart & bitWait )
               state <= START_A;  
            else if ( cmdBitStart & ~bitWait )
               state <= START_B;  
            else
               state <= DATA_A;   
         end else if ( watchAlarm ) begin  
            sdatEn  <= 1'b1;
            sclkEn  <= 1'b1;
            sdatChk <= 1'b0;
            sclkChk <= 1'b0;
            state   <= IDLE;
         end else if ( tickX4 & eql ) begin
            case ( state )
               IDLE : begin
                  sdatEn  <= sdatEn;
                  sclkEn  <= sclkEn;
                  sdatChk <= 1'b0;
                  sclkChk <= 1'b0;
                  state   <= IDLE;
               end
               START_A : begin
                  sdatEn  <= 1'b1;
                  sclkEn  <= 1'b0;
                  sdatChk <= 1'b1;
                  sclkChk <= 1'b1;
                  state   <= START_B;
               end
               START_B : begin
                  sdatEn  <= 1'b1;
                  sclkEn  <= 1'b1;
                  sdatChk <= 1'b1;
                  sclkChk <= 1'b1;
                  state   <= START_C;
               end
               START_C : begin
                  sdatEn  <= 1'b0;
                  sclkEn  <= 1'b1;
                  sdatChk <= 1'b1;
                  sclkChk <= 1'b1;
                  state   <= START_D;
               end
               START_D : begin
                  sdatEn  <= 1'b0;
                  sclkEn  <= 1'b1;
                  sdatChk <= 1'b1;
                  sclkChk <= 1'b1;
                  state   <= START_E;
               end
               START_E : begin
                  sdatEn  <= 1'b0;
                  sclkEn  <= 1'b0;
                  sdatChk <= 1'b1;
                  sclkChk <= 1'b1;
                  state   <= DATA_A;
               end
               DATA_A : begin
                  sdatEn  <= shiftWr[ 8 ];
                  sclkEn  <= 1'b0;
                  if ( bitCnt == 4'd8 )  
                     sdatChk <= cmdBitAck;
                  else
                     sdatChk <= cmdBitWr;
                  sclkChk <= 1'b1;
                  state   <= DATA_B;
               end
               DATA_B : begin
                  sdatEn  <= shiftWr[ 8 ];
                  sclkEn  <= 1'b1;
                  if ( bitCnt == 4'd8 )
                     sdatChk <= cmdBitAck;
                  else
                     sdatChk <= cmdBitWr;
                  sclkChk <= 1'b1;
                  state   <= DATA_C;
               end
               DATA_C : begin
                  sdatEn  <= shiftWr[ 8 ];
                  sclkEn  <= 1'b1;
                  if ( bitCnt == 4'd8 )
                     sdatChk <= cmdBitAck;
                  else
                     sdatChk <= cmdBitWr;
                  sclkChk <= 1'b1;
                  state   <= DATA_D;
               end
               DATA_D : begin
                  sdatEn  <= shiftWr[ 8 ];
                  sclkEn  <= 1'b0;
                  sdatChk <= 1'b0;
                  if ( bitCnt == 4'd8 )
                     if ( cmdBitStop ) begin
                        sclkChk <= 1'b1;
                        state   <= STOP_A;
                     end else begin
                        sclkChk <= 1'b0;
                        state   <= IDLE;
                     end
                  else begin
                     sclkChk <= 1'b1;
                     state   <= DATA_A;
                  end
               end
               STOP_A : begin
                  sdatEn  <= 1'b0;
                  sclkEn  <= 1'b0;
                  sdatChk <= 1'b1;
                  sclkChk <= 1'b1;
                  state   <= STOP_B;                  
               end
               STOP_B : begin
                  sdatEn  <= 1'b0;
                  sclkEn  <= 1'b1;
                  sdatChk <= 1'b1;
                  sclkChk <= 1'b1;
                  state   <= STOP_C;   
               end
               STOP_C : begin
                  sdatEn  <= 1'b0;
                  sclkEn  <= 1'b1;
                  sdatChk <= 1'b1;
                  sclkChk <= 1'b1;
                  state   <= STOP_D;   
               end
               STOP_D : begin
                  sdatEn  <= 1'b1;
                  sclkEn  <= 1'b1;
                  sdatChk <= 1'b1;
                  sclkChk <= 1'b1;
                  state   <= STOP_E;   
               end
               STOP_E : begin
                  sdatEn  <= 1'b1;
                  sclkEn  <= 1'b1;
                  sdatChk <= 1'b0;
                  sclkChk <= 1'b0;
                  state   <= IDLE;   
               end
            endcase
         end            
      end
   always_ff @( posedge clk, posedge reset )
      if ( reset ) begin
         watchAlarm <= 1'b0;
         watchCnt   <= '0;
      end else begin
         watchAlarm <= 1'b0;   
         if ( cmdClear | cmdBegin | ~bitBusy )
            watchCnt <= ( WATCH_WDT )'( WATCH_MAX - 1 );  
         else if ( bitBusy & tickX4 )  
            if ( ~|watchCnt ) begin
               watchCnt   <= ( WATCH_WDT )'( WATCH_MAX - 1 ); 
               watchAlarm <= 1'b1;
            end else
               watchCnt   <= watchCnt - 1'd1;                   
      end
   always_ff @( posedge clk, posedge reset )
      if ( reset ) begin
         cmdRdy    <= 1'b0;
         cmdByteRd <= 8'b0;
         cmdErr    <= 2'b00;
         bitBusy   <= 1'b0;
         bitWait   <= 1'b0;
      end else begin
         cmdRdy <= 1'b0;    
         if ( cmdClear ) begin  
            cmdRdy    <= 1'b0;
            cmdByteRd <= 8'b0;
            cmdErr    <= 2'b00;
            bitBusy   <= 1'b0;
            bitWait   <= 1'b0;
         end else if ( cmdBegin ) begin  
            bitBusy <= 1'b1;
         end else if ( watchAlarm ) begin  
            cmdRdy    <= 1'b1;
            cmdByteRd <= 8'b0;
            cmdErr    <= 2'b10;  
            bitBusy   <= 1'b0;
            bitWait   <= 1'b1;
         end else if ( tickX4 & eql ) begin
            if ( state == DATA_D && bitCnt == 4'd8 && ~cmdBitStop ) begin  
               cmdRdy <= 1'b1;
               if ( ~cmdBitWr )  
                  cmdByteRd <= shiftRd[ 8 : 1 ];
               else
                  cmdByteRd <= 8'b0;
               if ( cmdBitWr )
                  cmdErr <= { 1'b0, shiftRd[ 0 ] };  
               else
                  cmdErr <= 2'b00;
               bitBusy <= 1'b0;
               bitWait <= 1'b1;  
            end
            if ( state == STOP_E ) begin  
               cmdRdy <= 1'b1;
               if ( ~cmdBitWr )
                  cmdByteRd <= shiftRd[ 8 : 1 ];
               else
                  cmdByteRd <= 8'b0;
               if ( cmdBitWr )
                  cmdErr <= { 1'b0, shiftRd[ 0 ] };  
               else
                  cmdErr <= 2'b00;
               bitBusy <= 1'b0;
               bitWait <= 1'b0;
            end
         end
      end
   always_ff @( posedge clk )
      if ( cmdBegin ) begin  
         bitCnt <= 4'b0;
         if ( cmdBitWr )
            shiftWr <= { cmdByteWr, ~cmdBitAck };
         else  
            shiftWr <= { 8'hff, ~cmdBitAck };
      end else if ( tickX4 & eql ) begin 
         if ( state == DATA_C ) begin  
            shiftRd <= { shiftRd[ 7 : 0 ], sdatFlt };
         end
         if ( state == DATA_D ) begin  
            shiftWr <= { shiftWr[ 7 : 0 ], 1'b0 };
            bitCnt  <= bitCnt + 4'd1;
         end
      end
   assign cmdBusy = bitBusy;
   assign cmdWait = bitWait;  
endmodule
==> design/flow/run.sh <==
#!/bin/bash
# OpenROAD 26Q1-2900-gdf79404cd8, Yosys 0.63+post, stock flow scripts
make -C /OpenROAD-flow-scripts/flow DESIGN_CONFIG=/design/flow/config.mk WORK_HOME=/design/flow/orfs finish
==> design/flow/config.mk <==
export PLATFORM = sky130hd
export DESIGN_NAME = i2cControl
export DESIGN_NICKNAME = i2cControl
export VERILOG_FILES = /design/flow/design.v
export SDC_FILE = /design/flow/constraint.sdc
export NUM_CORES = 4
export LEC_CHECK = 1
export CORE_UTILIZATION = 50
==> design/flow/constraint.sdc <==
current_design i2cControl

set clk_period 4.7
set clk_io_pct 0.2

create_clock -name clk0 -period $clk_period [get_ports {clk}]

set non_clock_inputs [all_inputs -no_clocks]
set_input_delay [expr $clk_period * $clk_io_pct] -clock clk0 $non_clock_inputs
set_output_delay [expr $clk_period * $clk_io_pct] -clock clk0 [all_outputs]
==> out/summary.rpt <==
POWER
------------------------------------------------------------------------------------
Net Sw Power                                                                0.268 mW
Sequential share of power                                                      50.2%
LEAKAGE                                                                      1.37 nW
Areal power density over the cells                                        343 mW/mm²
Cell Int Power                                                              0.931 mW
Clk pwr share                                                                  42.7%
Logic gate share of total power                                                 7.1%
Worst vdd rail ir drop                                                      0.270 mV
Switching part of the total power                                              22.3%

SYNTHESIS
------------------------------------------------------------------------------------
Average instance area after synthesis                                       11.0 µm²
Count of state elements after synthesis                                           65
Primary flip-flop cell chosen by synthesis mapping                      sky130_fd_sc_hd__dfrtp_1
Post-Syn Instances                                                               262
Total cell area reported by yosys after synthesis                        0.00288 mm²
Most frequent cell after synthesis                                      sky130_fd_sc_hd__nand2_1
Post-synthesis cell count from yosys                                             262
Syn Std Cell Area                                                        0.00288 mm²
Yosys warning tally                                                                1
Unique masters post-synth                                                         52
Seq share, synth                                                               58.9%
Post-synth EDFFs                                                                  18
Biggest area cells                                                      sky130_fd_sc_hd__dfrtp_1 (34%), sky130_fd_sc_hd__edfxtp_1 (19%), sky130_fd_sc_hd__nand2_1 (5.3%)
Dominant cell type by area after synthesis                              sky130_fd_sc_hd__dfrtp_1
Commonest cells post-synth                                              sky130_fd_sc_hd__nand2_1 (41), sky130_fd_sc_hd__dfrtp_1 (39), sky130_fd_sc_hd__nor2_1 (19)
Top-area cell type share of the netlist area                                   33.9%
Proportion of synthesized flip-flops having asynchronous set or reset          64.6%

CTS
------------------------------------------------------------------------------------
Clk sink count                                                                    65
Post-CTS Hold Fix Bufs                                                             0
Count of H-tree levels built during CTS                                            3
Post CTS Setup Buffer Count                                                        0
Source-to-sink clock delay at the later pin of the worst-skew pair           0.34 ns
CTS Buffer Depth                                                                   2
Register clock-pin slew on the reported worst setup and hold paths           0.07 ns
Number of CTS-inserted buffers                                                     9
CTS tree                                                                         yes
Clock tree root driver cell                                             sky130_fd_sc_hd__clkbuf_8
Resized cells post-CTS                                                             0

TIMING
------------------------------------------------------------------------------------
Pins Over Slew Limit                                                               0
Final worst path period share                                                  57.6%
Relative max-transition margin                                                 60.7%
Final tally of setup violations                                                    0
Clock period minus worst slack                                               2.71 ns
TNS Setup                                                                       0 ns
Maximum clock skew at final layout                                        0.00709 ns
Slew of the pin with the lowest slew margin                                 0.588 ns
Final Hold Vio Count                                                               0
Unrepaired setup endpoints after global routing                                   no
Highest attainable clock frequency                                         0.369 GHz

DRT
------------------------------------------------------------------------------------
Average via count per standard cell                                             5.65
Antenna diodes                                                                     0
Total Routed Length                                                          5.75 mm
DRC violations left                                                                0
Number of routed nets with antenna violations                                      0
Drt wl/cell                                                                  15.3 µm
Starting DRC count in detailed routing                                           125
Routed via count                                                                2124
Length of the first detailed-routing pass in iterations                            4

JOB
------------------------------------------------------------------------------------
Total tool warning count                                                          27
Max-capacitance violation count                                                    0

FLOORPLANNING
------------------------------------------------------------------------------------
DIE AREA                                                                 0.00606 mm²
Die height                                                                   77.9 µm
Number of placement rows                                                          27
Width of the die                                                             77.9 µm
Core Footprint                                                           0.00554 mm²
Top-level port count                                                              34
Initial standard-cell utilization of the core                                  51.9%

GRT
------------------------------------------------------------------------------------
Initial antenna violation count                                                    0
All-layer global routing usage                                                 22.1%
Largest net degree at the start of global routing                                 43
Total grt overflow                                                                 0
Global-route wire length before repair                                       9.92 mm
Number of global-route vias before repair                                       2061

SETUP PATH
------------------------------------------------------------------------------------
Worst Setup Path Type                                                      in -> reg
Sort of element at the end of the critical path                                 flop
Length in cells of the worst reg-to-reg path                                       3
CP startpoint kind                                                        input port
Arrival @ worst endpoint                                                     2.94 ns
Maximum net fanout on the critical path                                           18
Req. time, crit path                                                         4.93 ns

PLACE
------------------------------------------------------------------------------------
Final Wtd Congestion                                                           0.844
Half-perimeter wire length of the detailed placement result                  3.84 mm
Placed Cells incl. Taps                                                          360
Number of buffers added on ports                                                  33

LAYOUT
------------------------------------------------------------------------------------
Fraction of layout cells with a size suffix above 1                            8.88%
Area added between synthesis and finish                                        21.6%
Filler Cells Inserted                                                            456
Number of standard cells in the layout, taps in and fillers out                  376

MIN PATH
------------------------------------------------------------------------------------
Number of cells on the worst hold path                                             0
Class of the tightest hold or removal check                               reg -> reg

RUN STATUS
------------------------------------------------------------------------------------
Status                                                                  finished clean

==> cell usage in the layout (no fill, tap or decap), types with 2 or more instances in the layout <==
cell type and instances:
sky130_fd_sc_hd__nand4b_1 2, sky130_fd_sc_hd__ha_1 3, sky130_fd_sc_hd__dfxtp_1 5, sky130_fd_sc_hd__a31oi_1 2
sky130_fd_sc_hd__o21a_1 3, sky130_fd_sc_hd__nand2_1 41, sky130_fd_sc_hd__nand3_1 7, sky130_fd_sc_hd__inv_1 7
sky130_fd_sc_hd__clkbuf_8 9, sky130_fd_sc_hd__o22a_1 7, sky130_fd_sc_hd__clkinv_2 2, sky130_fd_sc_hd__nand4_1 3
sky130_fd_sc_hd__bufinv_16 2, sky130_fd_sc_hd__or3_1 3, sky130_fd_sc_hd__nor3b_1 2, sky130_fd_sc_hd__a22o_1 8
sky130_fd_sc_hd__o21ai_0 5, sky130_fd_sc_hd__nor4b_1 2, sky130_fd_sc_hd__buf_4 3, sky130_fd_sc_hd__xnor2_1 2
sky130_fd_sc_hd__dfstp_2 3, sky130_fd_sc_hd__a21oi_1 18, sky130_fd_sc_hd__edfxtp_1 18, sky130_fd_sc_hd__nand2b_1 3
sky130_fd_sc_hd__clkinv_4 2, sky130_fd_sc_hd__mux2i_1 2, sky130_fd_sc_hd__clkdlybuf4s50_1 33, sky130_fd_sc_hd__xor2_1 11
sky130_fd_sc_hd__and2_1 2, sky130_fd_sc_hd__o22ai_1 2, sky130_fd_sc_hd__nand3b_1 3, sky130_fd_sc_hd__nor2_1 19
sky130_fd_sc_hd__dfrtp_1 39, sky130_fd_sc_hd__nor2b_1 3, sky130_fd_sc_hd__nor3_1 6
==> metal layers <==
metal / up-vias / part of all wire, % / track usage [%]
met5: - / 0 / 0
met4: 0 / 1.3 / 2.83
met3: 7 / 4.7 / 5.85
met2: 52 / 47 / 32.6
met1: 1040 / 47 / 36.6
li1: 1025 / - / -
==> state kept, by name (all words and copies together), names as in the netlist, 2 cells and up <==
| register | cells |
|---|---|
| bitCnt | 4 |
| watchCnt | 9 |
| state | 15 |
| shiftWr | 9 |
| shiftRd | 9 |
| cmdErr | 2 |
| cmdByteRd | 8 |
==> final timing paths <==
kind,startpoint,to,slack [ns]
min,shiftRd[4],shiftRd[5],0.45
max,tickX4,sclkChk,1.99
min reg2reg,shiftRd[4],shiftRd[5],0.45
min in group asynchronous,reset,state[3],1.04
max in group asynchronous,reset,bitWait,3.28
max reg2reg,watchAlarm,cmdByteRd[1],2.85
==> stage by stage <==
stage / utilization, % / total power [mW] / cell area, µm² / worst slack, ns / hold WS [ns]
after floorplan: - / 0.662 / 2880 / 2.03 / 0.427
after global placement: 59.2 / 0.698 / 3280 / 1.70 / 0.438
after detailed placement: 59.2 / 0.699 / 3280 / 1.65 / 0.440
after CTS: 63.2 / 1.22 / 3500 / 2.01 / 0.452
after global routing: 63.2 / 1.25 / 3500 / 1.85 / 0.469
final: 63.2 / 1.20 / 3500 / 1.99 / 0.453
==> final cells by class <==
cell class                 instances  area, µm²  area share (%)
tap                               72       90.1            2.57
clock inverter                     7       95.1            2.72
multi-input combinational        180       1120            31.9
clock buffer                       9        124            3.54
inverter                           7       26.3           0.751
sequential                        65       1700            48.4
timing repair buffer              36        353            10.1
==> cells by family (layout without fill, tap and decap cells) <==
kind of cell,Yosys count,after routing,share of synthesized area [%]
and+or+nand+nor,105,105,19.0
DFF,65,65,58.9
AOI/OAI and AO/OA,57,57,13.9
buffers and inverters,17,59,2.30
xor gates and xnor gates,13,13,3.96
adders and majority gates,3,3,1.30
muxes,2,2,0.696
==> power groups by stage <==
stage / clock network, mW / registers (mW) / logic [mW]
final: 0.512 / 0.603 / 0.0848
after CTS: 0.528 / 0.602 / 0.0857
after global routing: 0.550 / 0.604 / 0.0939
==> worst max-delay path, stage by stage <==
cell and delay [ns]:
sky130_fd_sc_hd__clkdlybuf4s50_1 0.69, sky130_fd_sc_hd__nand2_1 0.45, sky130_fd_sc_hd__nor4b_1 0.48, sky130_fd_sc_hd__nand4_1 0.14, sky130_fd_sc_hd__o221a_1 0.24
Power and IR drop assume default switching activity.
